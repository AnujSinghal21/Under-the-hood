==> ./design.v <==
module one_bit_adder(
    input a,b,c_in, output r,c_out
);
assign r = (a ^ b ^ c_in);
assign c_out = (a&b) | (b&c_in) | (a&c_in);
endmodule
module eight_bit_adder(
    input wire [7:0] a,b,
    output wire [7:0] r, output wire c_out
);
    wire [7:0] c;
    one_bit_adder adder0 (a[0],b[0],1'b0,r[0],c[0]);
    one_bit_adder adder1 (a[1],b[1],c[0],r[1],c[1]);
    one_bit_adder adder2 (a[2],b[2],c[1],r[2],c[2]);
    one_bit_adder adder3 (a[3],b[3],c[2],r[3],c[3]);
    one_bit_adder adder4 (a[4],b[4],c[3],r[4],c[4]);
    one_bit_adder adder5 (a[5],b[5],c[4],r[5],c[5]);
    one_bit_adder adder6 (a[6],b[6],c[5],r[6],c[6]);
    one_bit_adder adder7 (a[7],b[7],c[6],r[7],c[7]);
    assign c_out = c[7];
endmodule
==> ./run.sh <==
#!/bin/bash
# OpenROAD 26Q1-2900-gdf79404cd8, Yosys 0.63+post, stock flow scripts
make -C /OpenROAD-flow-scripts/flow DESIGN_CONFIG=/design/flow/config.mk WORK_HOME=/design/flow/orfs finish
==> ./config.mk <==
export PLATFORM = sky130hd
export DESIGN_NAME = eight_bit_adder
export DESIGN_NICKNAME = eight_bit_adder
export VERILOG_FILES = /design/flow/design.v
export SDC_FILE = /design/flow/constraint.sdc
export NUM_CORES = 4
export LEC_CHECK = 1
export CORE_AREA = 10 10 70 70
export DIE_AREA = 0 0 80 80
==> ./constraint.sdc <==
current_design eight_bit_adder

set clk_period 4.1
set clk_io_pct 0.2

create_clock -name clk0 -period $clk_period

set non_clock_inputs [all_inputs -no_clocks]
set_input_delay [expr $clk_period * $clk_io_pct] -clock clk0 $non_clock_inputs
set_output_delay [expr $clk_period * $clk_io_pct] -clock clk0 [all_outputs]
==> summary.txt <==
This note records the results obtained with Yosys and OpenROAD.

Power
The power per cell area is 118 nW/um^2. The share of total power dissipated in the clock network is 0%. The part of the total power dissipated in sequential elements is 0%. Of the total power, combinational logic draws 100.0%. The worst IR drop on VDD is 35.5 uV. The analysis attributes to net switching a power of 16.7 uW. The cell-internal power is 41.6 uW. The script computed the net switching share of total power as 28.7%. The analysis attributes to cell leakage a power of 0.182 nW.

Layout
The area occupied by multi-input gates is 183 um^2. The post-route cell area is 495 um^2. In the final layout, the fill cell count is 388. Compared with the post-synthesis result, the final layout area differs by 114%. The share of layout cells above drive strength 1 is 42.1%. The area taken by flip-flops and latches is 0 um^2. The number of standard cells in the layout, taps in and fillers out is 84. The number of sequential storage elements is 0. Counting the clock-network buffers in the layout gives 0.

GRT
The pin count of the biggest net entering global routing is 2. The first-pass GRT wire length is 1120 um. The number of global-route vias before repair is 232.

The aggregate global routing overflow is 0. The total global routing track utilization is 2.23%. The number of antenna violations at the first check in global routing is 0.

Timing
The final critical path takes up 112% of the cycle. Static timing analysis puts the maximum clock frequency at 217 MHz. The hold violation count in the final report is 0. The max-slew violation count is 0. The headroom to the max-slew limit is 93.2%. After layout, the worst setup slack is -0.511 ns. After layout, the minimum clock period comes to 4.61 ns. Setup repair after global routing could not meet its margin everywhere.

For the pin with the worst max-slew slack, the measured transition is 0.101 ns. The final setup TNS is -0.931 ns. The hold slack is 2.27 ns. The final setup violation count is 3.

Flow run
The number of maximum-capacitance violations recorded for the run is 0. The tool warning count for the run is 35.

Yosys
The average cell area after synthesis is 11.0 um^2. In the Yosys stats the netlist draws on 4 distinct library cells. For this run, the number of Yosys warnings is 0.

The number of cells reported by Yosys stat comes to 21. The total standard cell area after synthesis is 231 um^2. The synthesized instance count is 21. The part of the Yosys area used for sequential elements is 0%.

Post-synthesis, Yosys gives the total cell area as 231 um^2.

Setup path
The category of the most critical setup path is input port to output pin. The startpoint class of the critical path is an input port. The delay contributed by the slowest stage of the critical path is 0.42 ns.

The endpoint class of the critical path is an output pin. For the worst setup path, the data arrival time is 3.79 ns. Counting stages on the worst path, the most repeated cell is sky130_fd_sc_hd__fa_2. The cell at the slowest stage of the critical path is sky130_fd_sc_hd__fa_2. The biggest fanout along the worst timing path is 1. The critical path starts at a[0]. The required time at the worst-slack endpoint is 3.28 ns.

In this run the critical path is formed by buf_6 > ha_4 > fa_2 > fa_2 > fa_2 > fa_2 > fa_2 > fa_2 > inv_2 > fa_2 > inv_2 > buf_2.

Die
Measured along the y axis, the die boundary spans 80 um. For this configuration, the core starts out at a cell density of 6.78%. The number of placed I/O pins is 25. The report lists the number of standard-cell rows as 21.

After floorplanning, the die was sized to cover 6400 um^2. The horizontal die size is 80 um. The total area inside the core boundary comes to 3420 um^2.

Place
The worst slack at placement is -1.20 ns. The total instance count after detailed placement is 84. The final weighted congestion in routability-driven placement is 0.818. Buffers placed on the I/O ports in this run total 25. The total cell area at the placement stage is 497 um^2. The HPWL after detailed placement is 708 um.

Clocking
The post-CTS setup-driven buffer insertion count is 0.

Detailed routing
In the log, the iteration count for the first detailed-route pass is 2. The average detailed-routed wire length per instance is 8.62 um. For this block, the routed nets add up to 724 um of wire. In this run the remaining antenna-violating nets after routing total 0.

The total via count after detailed routing is 187. The count of unresolved DRC violations after routing is 0. In the routed netlist, the antenna diode instances number 0.

The ratio of routed vias to standard cells is 2.23. In this run, the number of DRC markers left after iteration 0 of detailed routing was 1.

Worst hold path
The origin of the worst min-delay path is b[0]. The end point of the most critical hold path is r[0]. Note that the worst hold path type here is input port to output pin. The number of cells traversed by the worst hold path is 3.

Outcome
The run finished, with violations left. The checks that failed: negative setup slack.
-- per-layer routing --
metal | vias to the layer above | track usage (%) | wire (um)
li1 | 85 | - | -
met1 | 79 | 3.09 | 335
met2 | 23 | 2.49 | 192
met3 | 0 | 2.16 | 196
met4 | 0 | 0 | 0
met5 | - | 0 | 0
-- area by class of cell --
cell class | count | share of cell area, %
timing repair buffer | 25 | 47.7
multi-input combinational | 8 | 36.9
tap | 46 | 11.6
inverter | 5 | 3.79
-- cell families (layout without fill, tap and decap cells) --
family	Yosys count	count (layout)	share of synthesized area (%)
buffers and inverters	13	30	34.1
adders and majority gates	8	8	65.9
-- synthesized netlist by cell type, drive strengths merged --
cell type,count,share of area [%]
ha,1,5.4
fa,7,61
buf,8,26
inv,5,8.1
-- worst max path at each step --
| stage | endpoint | slack [ns] | cells past startpoint |
|---|---|---|---|
| 4_1_cts | r[7] | -0.67 | 12 |
| 5_1_grt | r[7] | -0.61 | 12 |
| 6_report | r[7] | -0.51 | 12 |
-- cells in the final DEF, fill, tap and decap left out --
cell type,count
sky130_fd_sc_hd__clkdlybuf4s50_1,17
sky130_fd_sc_hd__fa_2,7
sky130_fd_sc_hd__inv_2,3
sky130_fd_sc_hd__buf_2,3
sky130_fd_sc_hd__inv_1,2
sky130_fd_sc_hd__buf_6,2
sky130_fd_sc_hd__clkdlybuf4s15_1,2
sky130_fd_sc_hd__ha_4,1
sky130_fd_sc_hd__dlygate4sd2_1,1
-- worst max-delay path: cells and delay by family --
family	cells	cell delay, ns
buffers and inverters	4	0.29
adder cells (fa/ha/maj)	8	2.66
-- power by group through the flow --
| stage | Clock [mW] | Combinational (mW) | Sequential, mW |
|---|---|---|---|
| 6_report | 0 | 0.0583 | 0 |
| 5_1_grt | 0 | 0.0677 | 0 |
| 4_1_cts | 0 | 0.0595 | 0 |
-- stage by stage --
step | utilization, % | power (mW)
6_report | 14.5 | 0.0583
5_1_grt | 14.5 | 0.0677
4_1_cts | 14.5 | 0.0595
3_5_place_dp | 14.5 | 0.0635
3_3_place_gp | 14.5 | 0.0631
2_1_floorplan | - | 0.0301
-- repair_timing --
item                       CTS  global route
setup endpoints to repair    5             4
gates resized               25             2
pin swaps                    8             8
hold buffers                 0             0
Power and IR drop assume default switching activity.
